File: config.mk
export PLATFORM = sky130hd
export DESIGN_NAME = csi2_stat_acc
export DESIGN_NICKNAME = csi2_stat_acc
export VERILOG_FILES = /design/flow/design.v
export SDC_FILE = /design/flow/constraint.sdc
export NUM_CORES = 4
export LEC_CHECK = 1
export CORE_UTILIZATION = 50
File: constraint.sdc
current_design csi2_stat_acc

set clk_period 12.9
set clk_io_pct 0.2

create_clock -name clk0 -period $clk_period [get_ports {clk_i}]

set non_clock_inputs [all_inputs -no_clocks]
set_input_delay [expr $clk_period * $clk_io_pct] -clock clk0 $non_clock_inputs
set_output_delay [expr $clk_period * $clk_io_pct] -clock clk0 [all_outputs]
File: design.v
package csi2_csr_pkg;
parameter int CLEAR_STAT_CR          = 0;  
parameter int PHY_ENABLE_CR          = 1;  
parameter int SCCB_SLAVE_ADDR_CR     = 2;  
parameter int LANE_0_DELAY_CR        = 3;  
parameter int LANE_1_DELAY_CR        = 4;  
parameter int DELAY_ACT_CR           = 5;  
parameter int CAM_RST_STB_CR         = 6;  
parameter int TOTAL_CR_CNT           = 7;
parameter int HEADER_ERR_CNT_SR      = 7;   
parameter int CORR_HEADER_ERR_CNT_SR = 8;   
parameter int CRC_ERR_CNT_SR         = 9;   
parameter int MAX_LN_PER_FRAME_SR    = 10;  
parameter int MIN_LN_PER_FRAME_SR    = 11;  
parameter int MAX_PX_PER_LN_SR       = 12;  
parameter int MIN_PX_PER_LN_SR       = 13;  
parameter int TOTAL_SR_CNT           = 7;
parameter int TOTAL_REGS_CNT         = 14;
endpackage
package csi2_data_types_pkg;
parameter bit [5:0] NULL            = 6'h10;
parameter bit [5:0] BLANKING        = 6'h11;
parameter bit [5:0] EMBEDDED        = 6'h12;
parameter bit [5:0] YUV_420_8       = 6'h18;
parameter bit [5:0] YUV_420_10      = 6'h19;
parameter bit [5:0] YUV_420_LEGACY  = 6'h1a;
parameter bit [5:0] YUV_8_CR_SHIFT  = 6'h1c;
parameter bit [5:0] YUV_10_CR_SHIFT = 6'h1d;
parameter bit [5:0] YUV_422_8       = 6'h1e;
parameter bit [5:0] YUV_422_10      = 6'h1f;
parameter bit [5:0] RGB_444         = 6'h20;
parameter bit [5:0] RGB_555         = 6'h21;
parameter bit [5:0] RGB_565         = 6'h22;
parameter bit [5:0] RGB_666         = 6'h23;
parameter bit [5:0] RGB_888         = 6'h24;
parameter bit [5:0] RAW_6           = 6'h28;
parameter bit [5:0] RAW_7           = 6'h29;
parameter bit [5:0] RAW_8           = 6'h2a;
parameter bit [5:0] RAW_10          = 6'h2b;
parameter bit [5:0] RAW_12          = 6'h2c;
parameter bit [5:0] RAW_14          = 6'h2d;
parameter bit [5:0] FRAME_START     = 6'h0;
parameter bit [5:0] FRAME_END       = 6'h1;
parameter bit [5:0] LINE_START      = 6'h2;
parameter bit [5:0] LINE_END        = 6'h3;
endpackage
module csi2_stat_acc
(
  input           clk_i,
  input           rst_i,
  input           video_data_val_i,
  input           video_eol_i,
  input           video_frame_start_i,
  input           video_proc_ready_i,
  input           clear_stat_i,
  input           header_err_i,
  input           corr_header_err_i,
  input           crc_err_i,
  output [31 : 0] header_err_cnt_o,
  output [31 : 0] corr_header_err_cnt_o,
  output [31 : 0] crc_err_cnt_o,
  output [31 : 0] max_ln_per_frame_o,
  output [31 : 0] min_ln_per_frame_o,
  output [31 : 0] max_px_per_ln_o,
  output [31 : 0] min_px_per_ln_o  
);
logic header_err_d1;
logic header_err_d2;
logic corr_header_err_d1;
logic corr_header_err_d2;
logic crc_err_d1;
logic crc_err_d2;
always_ff @( posedge clk_i, posedge rst_i )
  if( rst_i )
    begin
      header_err_d1      <= '0; 
      header_err_d2      <= '0; 
      corr_header_err_d1 <= '0; 
      corr_header_err_d2 <= '0; 
      crc_err_d1         <= '0; 
      crc_err_d2         <= '0; 
    end
  else
    begin
      header_err_d1      <= header_err_i;
      header_err_d2      <= header_err_d1;
      corr_header_err_d1 <= corr_header_err_i;
      corr_header_err_d2 <= corr_header_err_d1;
      crc_err_d1         <= crc_err_i;
      crc_err_d2         <= crc_err_d1;
    end
logic [31 : 0] header_err_cnt;
logic [31 : 0] corr_header_err_cnt;
logic [31 : 0] crc_err_cnt;
logic [31 : 0] px_cnt;
logic [31 : 0] max_px_per_ln;
logic [31 : 0] min_px_per_ln;
logic [31 : 0] ln_cnt;
logic [31 : 0] max_ln_per_frame;
logic [31 : 0] min_ln_per_frame;
assign header_err_cnt_o      = header_err_cnt;
assign corr_header_err_cnt_o = corr_header_err_cnt;
assign crc_err_cnt_o         = crc_err_cnt;
assign max_ln_per_frame_o    = max_ln_per_frame;
assign min_ln_per_frame_o    = min_ln_per_frame;
assign max_px_per_ln_o       = max_px_per_ln;
assign min_px_per_ln_o       = min_px_per_ln;
always_ff @( posedge clk_i, posedge rst_i )
  if( rst_i )
    header_err_cnt <= '0;
  else
    if( clear_stat_i )
      header_err_cnt <= '0;
    else
      if( header_err_d2 )
        header_err_cnt <= header_err_cnt + 1'b1;
always_ff @( posedge clk_i, posedge rst_i )
  if( rst_i )
    corr_header_err_cnt <= '0;
  else
    if( clear_stat_i )
      corr_header_err_cnt <= '0;
    else
      if( header_err_d2 && corr_header_err_d2 )
        corr_header_err_cnt <= corr_header_err_cnt + 1'b1;
always_ff @( posedge clk_i, posedge rst_i )
  if( rst_i )
    crc_err_cnt <= '0;
  else
    if( clear_stat_i )
      crc_err_cnt <= '0;
    else
      if( crc_err_d2 )
        crc_err_cnt <= crc_err_cnt + 1'b1;
always_ff @( posedge clk_i, posedge rst_i )
  if( rst_i )
    px_cnt <= '0;
  else
    if( video_data_val_i && video_proc_ready_i )
      if( video_eol_i )
        px_cnt <= '0;
      else
        px_cnt <= px_cnt + 1'b1;
always_ff @( posedge clk_i, posedge rst_i )
  if( rst_i )
    max_px_per_ln <= '0;
  else
    if( clear_stat_i )
      max_px_per_ln <= '0;
    else
      if( video_data_val_i && video_proc_ready_i && video_eol_i )
        if( ( px_cnt + 1'b1 ) > max_px_per_ln )
          max_px_per_ln <= px_cnt + 1'b1;
always_ff @( posedge clk_i, posedge rst_i )
  if( rst_i )
    min_px_per_ln <= '1;
  else
    if( clear_stat_i )
      min_px_per_ln <= '1;
    else
      if( video_data_val_i && video_proc_ready_i && video_eol_i )
        if( ( px_cnt + 1'b1 ) < min_px_per_ln )
          min_px_per_ln <= px_cnt + 1'b1;
always_ff @( posedge clk_i, posedge rst_i )
  if( rst_i )
    ln_cnt <= '0;
  else
    if( video_data_val_i && video_proc_ready_i )
      if( video_frame_start_i )
        ln_cnt <= '0;
      else
        if( video_eol_i )
          ln_cnt <= ln_cnt + 1'b1;
always_ff @( posedge clk_i, posedge rst_i )
  if( rst_i )
    max_ln_per_frame <= '0;
  else
    if( clear_stat_i )
      max_ln_per_frame <= '0;
    else
      if( video_data_val_i && video_proc_ready_i && video_frame_start_i )
        if( ln_cnt > max_ln_per_frame )
          max_ln_per_frame <= ln_cnt;
always_ff @( posedge clk_i, posedge rst_i )
  if( rst_i )
    min_ln_per_frame <= '1;
  else
    if( clear_stat_i )
      min_ln_per_frame <= '1;
    else
      if( video_data_val_i && video_proc_ready_i && video_frame_start_i )
        min_ln_per_frame <= ln_cnt;
endmodule
File: run.sh
#!/bin/bash
# OpenROAD 26Q1-2900-gdf79404cd8, Yosys 0.63+post, stock flow scripts
make -C /OpenROAD-flow-scripts/flow DESIGN_CONFIG=/design/flow/config.mk WORK_HOME=/design/flow/orfs finish
==> results.sh <==
# physical design summary
export IMPL_die_h_um=181.8
export IMPL_ys_flop_type="dfrtp_1"
export IMPL_cpMostUsedCell="a211o_1"
export IMPL_openroad_warnings=28
export IMPL_avgSynthCellArea_sq_um=9.378
export IMPL_cap_violations=0
export IMPL_most_common_cell="nand2_1"
export IMPL_worstReg2RegStart="px_cnt[0]"
export IMPL_fp_coreArea_sq_um=31720
export IMPL_wl_mm=39.55
export IMPL_pwr_density_cell_nw_per_um2=108.7
export IMPL_die_area_sq_um=33060
export IMPL_min_path_type="flop to flop"
export IMPL_mux_share=0.02670
export IMPL_fmax_mhz=199.1
export IMPL_synthToLayoutAreaGrowth_pct=23.29
export IMPL_top_cell_area_share=0.3560
export IMPL_clk_path_buf_depth=3
export IMPL_drt_iter0_drc=711
export IMPL_grt_antenna_before_repair=0
export IMPL_io_pins=234
export IMPL_critPathKind="primary input to flop"
export IMPL_fill_cells=2585
export IMPL_core_util_floorplan=0.5097
export IMPL_grt_usage=0.2564
export IMPL_fin_skew_ns=0.01076
export IMPL_postCtsSetupBuffers=0
export IMPL_startpoint_type="primary input"
export IMPL_crit_path_max_incr_delay_ns=0.76
export IMPL_finalHoldViolCount=0
export IMPL_post_route_util=0.6284
export IMPL_vias=12980
export IMPL_yosysWarnings=1
export IMPL_power_leakage_uw=0.008929
export IMPL_ant_nets=0
export IMPL_crit_required_ns=13.33
export IMPL_relSlewSlack=0.3452
export IMPL_top_logic_kind="simple AND/OR/NAND/NOR gates"
export IMPL_min_from="corr_header_err_d1"
export IMPL_hold_depth=0
export IMPL_grt_max_degree=126
export IMPL_tns_ns=0
export IMPL_setup_violations=0
export IMPL_drt_wirelength_per_cell_um=16.78
export IMPL_yosysTopAreaCell="dfrtp_1"
export IMPL_edf_count=0
export IMPL_cts_hold_buffers=0
export IMPL_numCtsBuffers=36
export IMPL_holdPathEnd="corr_header_err_d2"
export IMPL_slew_violations=0
export IMPL_status="completed"
export IMPL_worst_pin_slew_ns=0.9732
export IMPL_drc=0
export IMPL_peakVddDrop_mv=0.1171
export IMPL_hold_slack_ns=0.3458
export IMPL_overflow=0
export IMPL_ys_seq_frac=0.4600
export IMPL_ys_sh_aoi=0.09395
export IMPL_hpwl_mm=27.44
export IMPL_die_x_um=181.8
export IMPL_synthTopCellsByCount="nand2_1 (237), dfrtp_1 (230), nor2_1 (147)"
export IMPL_synth_cell_types=71
export IMPL_port_buffers=233
export IMPL_worstPathCellList="clkdlybuf4s50_1, nand3_1, a211o_1, a211oi_4, nand2_2, a211o_1"
export IMPL_drt_pass1_iter_count=5
export IMPL_vias_per_cell=5.505
export IMPL_ys_ff=294
export IMPL_clk_latency_ns=0.51
export IMPL_grt_pass1_wl_mm=65.29
export IMPL_rsz0062_at_grt="no"
export IMPL_syn_cell_area_sq_um=16170
export IMPL_diodes=0
export IMPL_reg2reg_depth=15
export IMPL_crit_arrival_ns=5.45
export IMPL_drive_above_1_share=0.08593
export IMPL_worst_r2r_setup_slack_ns=7.93
export IMPL_simple_gate_share=0.2165
export IMPL_cts_htree_levels=2
export IMPL_synthesis_instances=1724
export IMPL_yosysChipArea_sq_um=16170
export IMPL_r2r_end="max_px_per_ln[25]"
export IMPL_cts_tree="built"
export IMPL_cts_sinks=294
export IMPL_xor_share=0.07035
export IMPL_cts_root_buf="clkbuf_16"
export IMPL_seqCellArea_sq_um=7437
export IMPL_finalCriticalPeriod_ns=5.021
export IMPL_gp_congestion=0.8685
export IMPL_fp_row_count=65
export IMPL_ys_cells=1724
export IMPL_cts_resized=0
export IMPL_post_route_period_util=0.3893
export IMPL_grt_pass1_vias=12300
export IMPL_topCellsByArea="dfrtp_1 (36%), dfstp_2 (10%), ha_1 (7.7%)"
export IMPL_mi_logic_area_sq_um=7870
export IMPL_synth_adder_area_share=0.07739
export IMPL_end_kind="flop"
export IMPL_crit_path_max_fanout=25
export IMPL_async_flop_share=1.000
export IMPL_slowest_stage="clkdlybuf4s50_1"
export IMPL_clkTransAtPathRegs_ns=0.05
## routing by layer
layer,part of all wire,wire length [um],GRT usage
met1,0.49,19310,0.4288
met2,0.43,16850,0.3605
met3,0.066,2613,0.05808
met4,0.020,775,0.04373
met5,0,0,0
## report_power, final
| group | leakage (uW) | total (uW) | switching, uW | internal (uW) |
|---|---|---|---|---|
| Combinational | 0.00454 | 211 | 126 | 85.2 |
| Sequential | 0.00384 | 986 | 30.3 | 956 |
| Clock | 0.000551 | 969 | 379 | 590 |
| Total | 0.00893 | 2170 | 535 | 1630 |
## kinds of logic (layout without fill, tap and decap cells)
group,Yosys count,count (layout)
AOI/OAI and AO/OA,242,242
xor gates and xnor gates,129,129
adders and majority gates,100,100
buffers and inverters,219,450
DFF,294,294
muxes,43,43
and+or+nand+nor,697,697
## how the worst max path moves through the flow
stage / from / to / slack [ns] / depth (start not counted)
CTS: video_eol_i / min_px_per_ln[0] / 7.91 / 6
finish: video_eol_i / min_px_per_ln[0] / 7.88 / 6
global route: px_cnt[0] / max_px_per_ln[31] / 7.68 / 15
## area by class of cell
class,count,area share
inverter,137,0.02636
clock inverter,5,0.002825
sequential,294,0.3731
tap,402,0.02523
clock buffer,59,0.05411
multi-input combinational,1211,0.3948
timing repair buffer,249,0.1235
## placed cells by master, fill, tap and decap left out, drive strengths merged, types with 3 or more instances in the layout
master / netlist / layout
inv: 136 / 137
clkinv: 1 / 3
a31oi: 20 / 20
clkbuf: 53 / 59
nor2: 147 / 147
nand3: 78 / 78
a21oi: 71 / 71
dfstp: 64 / 64
or4: 7 / 7
mux2i: 42 / 42
and3: 14 / 14
nor4: 30 / 30
ha: 100 / 100
and4: 19 / 19
xor2: 70 / 70
and2: 5 / 5
nor3b: 3 / 3
o211ai: 9 / 9
buf: 28 / 17
xnor2: 59 / 59
nand2: 238 / 238
or3: 31 / 31
dfrtp: 230 / 230
o21ai: 75 / 75
nor2b: 4 / 4
nor3: 30 / 30
a22o: 6 / 6
nand4: 83 / 83
or2: 4 / 4
o21a: 4 / 4
a21o: 12 / 12
o31ai: 23 / 23
a211oi: 6 / 6
clkdlybuf4s50: 0 / 232
a211o: 5 / 5
## registers in the layout (all words and copies together), names as in the netlist
name / count
max_px_per_ln: 32
header_err_cnt: 32
corr_header_err_d1: 1
ln_cnt: 32
crc_err_d1: 1
max_ln_per_frame: 32
crc_err_cnt: 32
header_err_d2: 1
px_cnt: 32
header_err_d1: 1
corr_header_err_cnt: 32
corr_header_err_d2: 1
crc_err_d2: 1
min_ln_per_frame: 32
min_px_per_ln: 32
## worst max-delay path, delay by kind of cell
kind	cells	cell delay, ns
compound gates	3	1.26
simple gates	2	0.84
buf+inv	1	0.76
## metrics by stage
stage / std cells / cell area, sq um / total power (uW) / worst slack (ns)
CTS: 2357 / 19930 / 2196 / 7.909
detailed placement: 2293 / 18800 / 1214 / 7.369
finish: 2357 / 19930 / 2166 / 7.879
global route: 2357 / 19930 / 2263 / 7.679
floorplan: 1724 / 16170 / 1129 / 2.307
global placement: 2293 / 18800 / 1211 / 7.470
No activity file was given, so power comes from the tool's default toggle rates.
