==> design.v <==
package csi2_csr_pkg;
parameter int CLEAR_STAT_CR          = 0;  
parameter int PHY_ENABLE_CR          = 1;  
parameter int SCCB_SLAVE_ADDR_CR     = 2;  
parameter int LANE_0_DELAY_CR        = 3;  
parameter int LANE_1_DELAY_CR        = 4;  
parameter int DELAY_ACT_CR           = 5;  
parameter int CAM_RST_STB_CR         = 6;  
parameter int TOTAL_CR_CNT           = 7;
parameter int HEADER_ERR_CNT_SR      = 7;   
parameter int CORR_HEADER_ERR_CNT_SR = 8;   
parameter int CRC_ERR_CNT_SR         = 9;   
parameter int MAX_LN_PER_FRAME_SR    = 10;  
parameter int MIN_LN_PER_FRAME_SR    = 11;  
parameter int MAX_PX_PER_LN_SR       = 12;  
parameter int MIN_PX_PER_LN_SR       = 13;  
parameter int TOTAL_SR_CNT           = 7;
parameter int TOTAL_REGS_CNT         = 14;
endpackage
package csi2_data_types_pkg;
parameter bit [5:0] NULL            = 6'h10;
parameter bit [5:0] BLANKING        = 6'h11;
parameter bit [5:0] EMBEDDED        = 6'h12;
parameter bit [5:0] YUV_420_8       = 6'h18;
parameter bit [5:0] YUV_420_10      = 6'h19;
parameter bit [5:0] YUV_420_LEGACY  = 6'h1a;
parameter bit [5:0] YUV_8_CR_SHIFT  = 6'h1c;
parameter bit [5:0] YUV_10_CR_SHIFT = 6'h1d;
parameter bit [5:0] YUV_422_8       = 6'h1e;
parameter bit [5:0] YUV_422_10      = 6'h1f;
parameter bit [5:0] RGB_444         = 6'h20;
parameter bit [5:0] RGB_555         = 6'h21;
parameter bit [5:0] RGB_565         = 6'h22;
parameter bit [5:0] RGB_666         = 6'h23;
parameter bit [5:0] RGB_888         = 6'h24;
parameter bit [5:0] RAW_6           = 6'h28;
parameter bit [5:0] RAW_7           = 6'h29;
parameter bit [5:0] RAW_8           = 6'h2a;
parameter bit [5:0] RAW_10          = 6'h2b;
parameter bit [5:0] RAW_12          = 6'h2c;
parameter bit [5:0] RAW_14          = 6'h2d;
parameter bit [5:0] FRAME_START     = 6'h0;
parameter bit [5:0] FRAME_END       = 6'h1;
parameter bit [5:0] LINE_START      = 6'h2;
parameter bit [5:0] LINE_END        = 6'h3;
endpackage
import csi2_err_bit_pos_pkg::*;
module csi2_hamming_dec
(
  input                 clk_i,
  input                 rst_i,
  input                 valid_i,
  input        [31 : 0] data_i,
  input                 pkt_done_i,
  output logic          error_o,
  output logic          error_corrected_o,
  output logic [31 : 0] data_o,
  output logic          valid_o
);
logic [5 : 0]         generated_parity;
logic [5 : 0]         syndrome;
logic [4 : 0]         err_bit_pos;
logic [31 : 0]        data_d;
logic                 valid_d;
logic                 header_valid;
logic                 header_passed;
logic                 error_detected;
logic [4 : 0] err_bit_rom [63 : 0];
initial
  for( int i = 0; i < 64; i++ )
    err_bit_rom[i] = ROM_INIT[i];
assign syndrome       = generated_parity ^ data_i[29 : 24];
assign header_valid   = valid_d && !header_passed && !pkt_done_i;
always_ff @( posedge clk_i, posedge rst_i )
  if( rst_i )
    err_bit_pos <= '1;
  else
    err_bit_pos <= err_bit_rom[syndrome];
always_ff @( posedge clk_i, posedge rst_i )
  if( rst_i )
    header_passed <= 1'b0;
  else
    if( pkt_done_i )
      header_passed <= 1'b0;
    else
      if( header_valid )
        header_passed <= 1'b1;
always_ff @( posedge clk_i, posedge rst_i )
  if( rst_i )
    error_detected <= 1'b0;
  else
    if( pkt_done_i )
      error_detected <= 1'b0;
    else
      if( syndrome != 6'd0 )
        error_detected <= 1'b1;
      else
        error_detected <= 1'b0;
always_ff @( posedge clk_i, posedge rst_i )
  if( rst_i )
    begin
      data_d  <= '0;
      valid_d <= '0;
    end
  else
    if( pkt_done_i )
      begin
        data_d  <= 32'd0;
        valid_d <= 1'b0;
      end
    else
      begin
        data_d  <= data_i;
        valid_d <= valid_i;
      end
always_comb
  begin
    generated_parity[0] = data_i[0]  ^ data_i[1]  ^ data_i[2]  ^ data_i[4]  ^ data_i[5]  ^
                          data_i[7]  ^ data_i[10] ^ data_i[11] ^ data_i[13] ^ data_i[16] ^
                          data_i[20] ^ data_i[21] ^ data_i[22] ^ data_i[23];
    generated_parity[1] = data_i[0]  ^ data_i[1]  ^ data_i[3]  ^ data_i[4]  ^ data_i[6]  ^
                          data_i[8]  ^ data_i[10] ^ data_i[12] ^ data_i[14] ^ data_i[17] ^
                          data_i[20] ^ data_i[21] ^ data_i[22] ^ data_i[23];
    generated_parity[2] = data_i[0]  ^ data_i[2]  ^ data_i[3]  ^ data_i[5]  ^ data_i[6]  ^
                          data_i[9]  ^ data_i[11] ^ data_i[12] ^ data_i[15] ^ data_i[18] ^
                          data_i[20] ^ data_i[21] ^ data_i[22];
    generated_parity[3] = data_i[1]  ^ data_i[2]  ^ data_i[3]  ^ data_i[7]  ^ data_i[8]  ^
                          data_i[9]  ^ data_i[13] ^ data_i[14] ^ data_i[15] ^ data_i[19] ^
                          data_i[20] ^ data_i[21] ^ data_i[23];
    generated_parity[4] = data_i[4]  ^ data_i[5]  ^ data_i[6]  ^ data_i[7]  ^ data_i[8]  ^
                          data_i[9]  ^ data_i[16] ^ data_i[17] ^ data_i[18] ^ data_i[19] ^
                          data_i[20] ^ data_i[22] ^ data_i[23];
    generated_parity[5] = data_i[10] ^ data_i[11] ^ data_i[12] ^ data_i[13] ^ data_i[14] ^
                          data_i[15] ^ data_i[16] ^ data_i[17] ^ data_i[18] ^ data_i[19] ^
                          data_i[21] ^ data_i[22] ^ data_i[23];
  end
always_ff @( posedge clk_i, posedge rst_i )
  if( rst_i )
    begin
      error_o           <= 1'b0;
      error_corrected_o <= 1'b0;
    end
  else
    if( pkt_done_i )
      begin
        error_o           <= 1'b0;
        error_corrected_o <= 1'b0;
      end
    else
      if( header_valid && error_detected )
        begin
          error_o <= 1'b1;
          if( err_bit_pos != 5'hf )
            error_corrected_o <= 1'b1;
        end
always_ff @( posedge clk_i, posedge rst_i )
  if( rst_i )
    data_o <= '0;
  else
    begin
      data_o <= data_d;
      if( header_valid && error_detected && err_bit_pos != 5'h1f )
        for( int i = 0; i < 24; i++ )
          if( i == err_bit_pos )
            data_o[i] <= !data_d[i];
    end
always_ff @( posedge clk_i, posedge rst_i )
  if( rst_i )
    valid_o <= 1'b0;
  else
    if( pkt_done_i )
      valid_o <= 1'b0;
    else
      valid_o <= valid_d;
endmodule
==> run.sh <==
#!/bin/bash
# OpenROAD 26Q1-2900-gdf79404cd8, Yosys 0.63+post, stock flow scripts
make -C /OpenROAD-flow-scripts/flow DESIGN_CONFIG=/design/flow/config.mk WORK_HOME=/design/flow/orfs finish
==> config.mk <==
export PLATFORM = sky130hd
export DESIGN_NAME = csi2_hamming_dec
export DESIGN_NICKNAME = csi2_hamming_dec
export VERILOG_FILES = /design/flow/design.v
export SDC_FILE = /design/flow/constraint.sdc
export NUM_CORES = 4
export LEC_CHECK = 1
export CORE_UTILIZATION = 30
==> constraint.sdc <==
current_design csi2_hamming_dec

set clk_period 1.1
set clk_io_pct 0.2

create_clock -name clk0 -period $clk_period [get_ports {clk_i}]

set non_clock_inputs [all_inputs -no_clocks]
set_input_delay [expr $clk_period * $clk_io_pct] -clock clk0 $non_clock_inputs
set_output_delay [expr $clk_period * $clk_io_pct] -clock clk0 [all_outputs]
==> tab_implementation.tex <==
% Generated from flow reports
\begin{tabular}{lr}
\hline
Metric & Value \\
\hline
\multicolumn{2}{l}{\textbf{Die}} \\
\quad DIE AREA & a little over 9000 um2 \\
\quad Die boundary height & 95.5 um \\
\quad Num ports & a little over 70 \\
\quad Site Rows & 33 \\
\quad Die width & approximately 95 um \\
\quad Initial Util & approximately a third \\
\quad Standard cell core area & 8340 um2 \\
\multicolumn{2}{l}{\textbf{Timing}} \\
\quad Worst Setup Slack, final & -223 ps \\
\quad Ratio of final minimum period to clock period & 120\% \\
\quad Final hold viol count & 0 \\
\quad Maximum clock frequency & between 700 and 800 MHz \\
\quad Setup repair after global routing missed its margin & yes \\
\quad Final worst hold slack & 132 ps \\
\quad Setup Viol. Count Final & 2 \\
\quad Max Transition Viols Final & 0 \\
\quad Final critical delay including setup and external delays & approximately 1300 ps \\
\quad Clk\_skew & around 5.4 ps \\
\multicolumn{2}{l}{\textbf{Routing}} \\
\quad Ant. Diodes & 0 \\
\quad Iteration-0 DRC count of the detailed router & roughly 40 \\
\quad Routed wire per std cell & $\sim$13 um \\
\quad Routed vias & roughly 1500 \\
\quad Average via count per standard cell & a little under 4 \\
\quad Count of antenna-violating nets left after detailed routing & 0 \\
\quad Remaining design rule violation count & 0 \\
\quad Iteration count of the initial detailed-routing pass & 4 \\
\quad Post-Route WL & 4850 um \\
\multicolumn{2}{l}{\textbf{Run status}} \\
\quad Result of the run & finished, violations left \\
\quad Violations in the final reports & setup timing \\
\multicolumn{2}{l}{\textbf{Finish}} \\
\quad Layout cells sized above 1 & between 40 and 50\% \\
\quad Post-layout instance count excluding filler cells & between 300 and 400 \\
\quad Final Cell Area & approximately 4000 um2 \\
\quad Synth-to-layout area growth & 52.4\% \\
\multicolumn{2}{l}{\textbf{Synthesis}} \\
\quad Cell total in the yosys stat output & about 180 \\
\quad Area reported by Yosys stat & roughly 2600 um2 \\
\quad Distinct cell type count of the synthesized netlist & 25 \\
\quad Sequential share of the synthesized area & 66.8\% \\
\quad Cell area after synthesis & approximately 2600 um2 \\
\quad Total number of yosys warnings & between 100 and 150 \\
\quad Cells after Synth & 182 \\
\quad Mapped Avg Cell Area & $\sim$14 um2 \\
\quad Registers, synthesis & $\sim$70 \\
\multicolumn{2}{l}{\textbf{Worst setup path}} \\
\quad Worst-path maximum fanout & 2 \\
\quad Startpoint types & primary input \\
\quad CP Data Arrival Time & 1550 ps \\
\quad WP data required & 1330 ps \\
\quad CP Capture Type & flip-flop \\
\quad Path type of the worst setup path & in -> reg \\
\multicolumn{2}{l}{\textbf{Global route}} \\
\quad Total overflow reported by the global router & 0 \\
\quad Largest net degree at the start of global routing & 32 \\
\quad Vias in the first global route & about 1500 \\
\quad Total routing resource utilization after global routing & 11.8\% \\
\quad First-pass GRT wire length & about 7600 um \\
\quad Antenna violations before repair & 0 \\
\multicolumn{2}{l}{\textbf{CTS}} \\
\quad Cts-stage hold buffer count & 0 \\
\quad Clock buffer depth & 2 \\
\quad Clock-pin slew reported for the worst setup and hold paths after clock tree synthesis & about 70 ps \\
\quad H-Tree Level Count & 3 \\
\quad Insertion Delay late pin & between 300 and 400 ps \\
\quad Total CTS buffers & 9 \\
\quad Total clock sinks & roughly 70 \\
\quad Clock Root Buffer & sky130\_fd\_sc\_hd\_\_clkbuf\_8 \\
\quad CTS tree & yes \\
\multicolumn{2}{l}{\textbf{Place}} \\
\quad Final RePlAce weighted congestion & 0.810 \\
\quad HPWL after detailed placement & 3430 um \\
\quad Post-Place Setup Slack & -1110 ps \\
\quad Cell area after placement & between 3000 and 4000 um2 \\
\quad Dpl cells & between 300 and 400 \\
\quad Number of buffers inserted by port buffering & $\sim$70 \\
\multicolumn{2}{l}{\textbf{Power and ir drop}} \\
\quad VDD IR max & between 600 and 700 uV \\
\quad Leakage & about 2.0 nW \\
\quad Pwr Density & around 1700 nW/um2 \\
\multicolumn{2}{l}{\textbf{Run}} \\
\quad Max Cap Violations & 0 \\
\quad Count of warning messages emitted by the tools & 28 \\
\multicolumn{2}{l}{\textbf{Worst hold path}} \\
\quad Class of the worst hold path & in -> reg \\
\hline
\end{tabular}
==> sequential cells by signal, summed over array words and instances, names as in the netlist <==
register,count
data_d,32
data_o,32
err_bit_pos,1
error_detected,1
error_o,1
header_passed,1
valid_d,1
valid_o,1
==> layout make-up <==
class / instances / area [um2]
Clock buffer: 10 / 138
Clock inverter: 6 / 133
Fill cell: 728 / 4340
Inverter: 2 / 11.3
Multi-Input combinational cell: 94 / 1080
Sequential cell: 70 / 1750
Tap cell: 105 / 131
Timing Repair Buffer: 97 / 748
==> where the power goes <==
part,switching [mW],internal (mW)
registers,0.0340,2.71
clock network,0.919,1.79
logic,0.529,0.796
total,1.48,5.29
==> layout by cell type (no fill, tap or decap), drive strengths merged, types with 2 or more instances in the layout <==
cell type,instances
dlymetal6s2s,5
dfrtp,69
clkdlybuf4s50,6
xor2,5
clkbuf,29
nor3,3
clkinvlp,2
nor2,2
xnor3,6
bufinv,4
xnor2,34
nor2b,34
nand2b,2
buf,66
==> metal layers <==
layer	routed length [um]	global-route usage, %	vias to the layer above
met2	2220	17.3	47
met1	2270	18.5	719
li1	-	-	736
met4	68	1.62	0
met3	294	3.41	8
met5	0	0	-
==> metrics by stage <==
stage	setup TNS (ps)	power (mW)	util [%]
floorplan	-343	3.40	-
global placement	-3740	3.86	43.2
detailed placement	-3750	3.86	43.2
CTS	-458	6.69	46.6
global route	-403	7.09	47.9
finish	-283	6.78	47.9
==> cell families (layout without fill, tap and decap cells) <==
logic type             Yosys count  after routing  synth area share [%]
flip-flops                      70             70                  66.8
buffers and inverters           18            115                  2.72
XOR/XNOR                        45             45                  18.9
other                            1              1                 0.143
AND-OR/OR-AND                    4              4                  1.00
AND/OR/NAND/NOR                 44             44                  10.4
==> repair_timing <==
action	CTS	global route
endpoints found under the setup margin	36	13
pin swaps	23	33
setup buffers	5	3
resized	157	92
==> final timing paths <==
kind / startpoint / endpoint / slack, ps / cells after the start
worst max-delay path: data_i[20] / error_detected / -220 / 8
worst min-delay path: data_i[8] / data_d[8] / 130 / 2
worst max register to register: header_passed / data_o[1] / 120 / 3
worst min register to register: data_d[27] / data_o[27] / 350 / 0
max in group asynchronous: rst_i / err_bit_pos[3] / 560 / 3
min in group asynchronous: rst_i / data_d[2] / 310 / 3
==> synth_stat cells <==
library cell	n	area share [%]
sky130_fd_sc_hd__xnor3_1	4	3.4
sky130_fd_sc_hd__nor2b_2	1	0.33
sky130_fd_sc_hd__xnor2_1	32	11
sky130_fd_sc_hd__nor3_2	1	0.38
sky130_fd_sc_hd__nand2_1	1	0.14
sky130_fd_sc_hd__a21oi_1	1	0.19
sky130_fd_sc_hd__conb_1	1	0.14
sky130_fd_sc_hd__a31oi_1	1	0.24
sky130_fd_sc_hd__nor3_1	2	0.38
sky130_fd_sc_hd__buf_4	1	0.29
sky130_fd_sc_hd__dfrtp_1	69	66
sky130_fd_sc_hd__clkbuf_1	15	2.1
sky130_fd_sc_hd__inv_1	2	0.29
sky130_fd_sc_hd__nand2b_1	2	0.48
sky130_fd_sc_hd__xor2_1	5	1.7
sky130_fd_sc_hd__xnor3_2	1	0.91
sky130_fd_sc_hd__o22ai_1	1	0.24
sky130_fd_sc_hd__nand3b_1	1	0.29
sky130_fd_sc_hd__xnor3_4	1	1.0
sky130_fd_sc_hd__nand3_1	1	0.19
sky130_fd_sc_hd__nor2b_1	33	7.9
sky130_fd_sc_hd__dfstp_2	1	1.0
sky130_fd_sc_hd__nor2_1	2	0.29
sky130_fd_sc_hd__a31o_1	1	0.33
sky130_fd_sc_hd__xnor2_2	2	1.2
==> critical path, cell delays in order <==
cell	delay, ps
sky130_fd_sc_hd__buf_8	100
sky130_fd_sc_hd__xnor2_4	140
sky130_fd_sc_hd__buf_4	140
sky130_fd_sc_hd__xnor3_4	430
sky130_fd_sc_hd__xor2_2	200
sky130_fd_sc_hd__nand2_1	90
sky130_fd_sc_hd__o22ai_2	130
sky130_fd_sc_hd__a31oi_1	90
Power and IR drop assume default switching activity.
