[flow/design.v]
package csi2_csr_pkg;
parameter int CLEAR_STAT_CR          = 0;  
parameter int PHY_ENABLE_CR          = 1;  
parameter int SCCB_SLAVE_ADDR_CR     = 2;  
parameter int LANE_0_DELAY_CR        = 3;  
parameter int LANE_1_DELAY_CR        = 4;  
parameter int DELAY_ACT_CR           = 5;  
parameter int CAM_RST_STB_CR         = 6;  
parameter int TOTAL_CR_CNT           = 7;
parameter int HEADER_ERR_CNT_SR      = 7;   
parameter int CORR_HEADER_ERR_CNT_SR = 8;   
parameter int CRC_ERR_CNT_SR         = 9;   
parameter int MAX_LN_PER_FRAME_SR    = 10;  
parameter int MIN_LN_PER_FRAME_SR    = 11;  
parameter int MAX_PX_PER_LN_SR       = 12;  
parameter int MIN_PX_PER_LN_SR       = 13;  
parameter int TOTAL_SR_CNT           = 7;
parameter int TOTAL_REGS_CNT         = 14;
endpackage
package csi2_data_types_pkg;
parameter bit [5:0] NULL            = 6'h10;
parameter bit [5:0] BLANKING        = 6'h11;
parameter bit [5:0] EMBEDDED        = 6'h12;
parameter bit [5:0] YUV_420_8       = 6'h18;
parameter bit [5:0] YUV_420_10      = 6'h19;
parameter bit [5:0] YUV_420_LEGACY  = 6'h1a;
parameter bit [5:0] YUV_8_CR_SHIFT  = 6'h1c;
parameter bit [5:0] YUV_10_CR_SHIFT = 6'h1d;
parameter bit [5:0] YUV_422_8       = 6'h1e;
parameter bit [5:0] YUV_422_10      = 6'h1f;
parameter bit [5:0] RGB_444         = 6'h20;
parameter bit [5:0] RGB_555         = 6'h21;
parameter bit [5:0] RGB_565         = 6'h22;
parameter bit [5:0] RGB_666         = 6'h23;
parameter bit [5:0] RGB_888         = 6'h24;
parameter bit [5:0] RAW_6           = 6'h28;
parameter bit [5:0] RAW_7           = 6'h29;
parameter bit [5:0] RAW_8           = 6'h2a;
parameter bit [5:0] RAW_10          = 6'h2b;
parameter bit [5:0] RAW_12          = 6'h2c;
parameter bit [5:0] RAW_14          = 6'h2d;
parameter bit [5:0] FRAME_START     = 6'h0;
parameter bit [5:0] FRAME_END       = 6'h1;
parameter bit [5:0] LINE_START      = 6'h2;
parameter bit [5:0] LINE_END        = 6'h3;
endpackage
module dphy_word_align #(
  parameter int DATA_LANES = 4
)(
  input                                    clk_i,
  input                                    rst_i,
  input                                    eop_i,
  input        [DATA_LANES - 1 : 0][7 : 0] byte_data_i,
  input        [DATA_LANES - 1 : 0]        valid_i,
  output logic                             reset_align_o,
  output logic [DATA_LANES - 1 : 0][7 : 0] word_o,
  output logic                             valid_o
);
logic [DATA_LANES - 1 : 0][7 : 0] word_d1;
logic [DATA_LANES - 1 : 0][7 : 0] word_d2;
logic [DATA_LANES - 1 : 0][7 : 0] word_d3;
logic [DATA_LANES - 1 : 0]        valid_d1;
logic [DATA_LANES - 1 : 0]        valid_d2;
logic [DATA_LANES - 1 : 0]        valid_d3;
logic [DATA_LANES - 1 : 0][1 : 0] sel_delay;
logic [DATA_LANES - 1 : 0][1 : 0] sel_delay_reg;
logic                             one_lane_sync;
logic                             all_lanes_valid;
logic                             invalid_start;
assign all_lanes_valid = &valid_d1;
assign invalid_start   = one_lane_sync && !all_lanes_valid;
assign reset_align_o   = eop_i || invalid_start;
always_ff @( posedge clk_i, posedge rst_i )
  if( rst_i )
    begin
      word_d1  <= '0;
      word_d2  <= '0;
      word_d3  <= '0;
      valid_d1 <= '0;
      valid_d2 <= '0;
      valid_d3 <= '0;
    end
  else
    begin
      word_d1  <= byte_data_i;
      word_d2  <= word_d1;
      word_d3  <= word_d2;
      valid_d1 <= valid_i;
      valid_d2 <= valid_d1;
      valid_d3 <= valid_d2;
    end
always_ff @( posedge clk_i, posedge rst_i )
  if( rst_i )
    valid_o <= 1'b0;
  else
    if( eop_i )
      valid_o <= 1'b0;
    else
      if( all_lanes_valid && &valid_i )
        valid_o <= 1'b1;
always_comb
  begin
    one_lane_sync = 1'b0;
    for( int i = 0; i < DATA_LANES; i++ )
      if( valid_d1[i] && valid_d2[i] && valid_d3[i] )
        one_lane_sync = 1'b1;
  end
always_ff @( posedge clk_i, posedge rst_i )
  if( rst_i )
    sel_delay_reg <= '0;
  else
    sel_delay_reg <= sel_delay;
always_comb
  begin
    sel_delay = sel_delay_reg;
    if( all_lanes_valid && !valid_o )
      for( int i = 0; i < DATA_LANES; i++ )
        if( valid_d3[i] )
          sel_delay[i] = 2'd2;
        else
          if( valid_d2[i] )
            sel_delay[i] = 2'd1;
          else
            sel_delay[i] = 2'd0;
  end
always_ff @( posedge clk_i, posedge rst_i )
  if( rst_i )
    word_o <= '0;
  else
    for( int i = 0; i < DATA_LANES; i++ )
      if( sel_delay[i] == 2'd2 )
        word_o[i] <= word_d3[i];
      else
        if( sel_delay[i] == 2'd1 )
          word_o[i] <= word_d2[i];
        else
          word_o[i] <= word_d1[i];
endmodule
[flow/run.sh]
#!/bin/bash
# OpenROAD 26Q1-2900-gdf79404cd8, Yosys 0.63+post, stock flow scripts
make -C /OpenROAD-flow-scripts/flow DESIGN_CONFIG=/design/flow/config.mk WORK_HOME=/design/flow/orfs finish
[flow/constraint.sdc]
current_design dphy_word_align

set clk_period 3.7
set clk_io_pct 0.2

create_clock -name clk0 -period $clk_period [get_ports {clk_i}]

set non_clock_inputs [all_inputs -no_clocks]
set_input_delay [expr $clk_period * $clk_io_pct] -clock clk0 $non_clock_inputs
set_output_delay [expr $clk_period * $clk_io_pct] -clock clk0 [all_outputs]
[flow/config.mk]
export PLATFORM = sky130hd
export DESIGN_NAME = dphy_word_align
export DESIGN_NICKNAME = dphy_word_align
export VERILOG_FILES = /design/flow/design.v
export SDC_FILE = /design/flow/constraint.sdc
export NUM_CORES = 4
export LEC_CHECK = 1
export CORE_UTILIZATION = 30
==> results.rst <==
Metrics
=======

.. list-table::
   :header-rows: 1

   * - Metric
     - Value
   * - Outcome
     - completed
   * - Static Leak
     - 2.94 nW
   * - Mean number of vias per cell
     - 4.88
   * - Setup slack, reg-to-reg
     - between 1 and 1.5 ns
   * - Destination of the worst hold path
     - word_d3[5]
   * - Remaining antenna violation count after routing
     - 0
   * - Cell accounting for the most synthesized area
     - sky130_fd_sc_hd__dfrtp_1
   * - HPWL after DPL
     - slightly below 7 mm
   * - Bufs on Longest Clock Path
     - 2
   * - Endpoint class of the critical path
     - primary output
   * - Switching Fraction
     - 24.9%
   * - Mean Syn Cell Area
     - 13.5 um2
   * - Cells after synthesis
     - 407
   * - Root buffer cell
     - sky130_fd_sc_hd__clkbuf_16
   * - Worst-skew pair later-pin latency
     - 0.42 ns
   * - Gp weighted congestion
     - 0.751
   * - Total clock buffers created by CTS
     - 17
   * - All-Layer GR Usage
     - 13.4%
   * - Pwr/cell area
     - 581 nW/um2
   * - First DRT Iteration DRCs
     - 196
   * - Io pins
     - 73
   * - Diode count
     - 0
   * - Via count of the first global-routing pass
     - 3,780
   * - Die outline width
     - 137 um
   * - Top area cells in the synthesized netlist
     - sky130_fd_sc_hd__dfrtp_1 68%, sky130_fd_sc_hd__mux2_2 6.5%, sky130_fd_sc_hd__a221oi_1 5.1%
   * - Post-cts hold-fix buffer tally
     - 0
   * - Maxcap violations
     - 0
   * - Critical path required time
     - 2.96 ns
   * - Post-layout min period
     - 2.63 ns
   * - Portion of the post-synthesis area used by sequential elements
     - 67.7%
   * - Setup TNS
     - 0 ns
   * - Maximum net fanout on the critical path
     - 4
   * - Number of buffer cells added on primary ports
     - 72
   * - Number of setup buffers added after CTS
     - 0
   * - Setup skew after layout
     - 0.00483 ns
   * - Chip area
     - 18,900 um2
   * - Routed length per placed instance
     - around 15 um
   * - Net Switching
     - around 0.0010 W
   * - Critical hold path startpoint
     - word_d2[5]
   * - Kind of critical path
     - register to primary output
   * - Tally of unique sky130hd cells used after synthesis
     - 24
   * - Global-route wire length before repair
     - 19.3 mm
   * - Yosys synthesis chip area
     - 5510 um2
   * - Init Core Util
     - a little under a third
   * - TritonCTS sink count
     - 149
   * - Design internal power
     - 0.00308 W
   * - Clock tree from TritonCTS
     - built
   * - Upper clock frequency limit
     - 0.380 GHz
   * - Transition time at the pin with the least slew margin
     - 0.783 ns
   * - Initial antenna violation count
     - 0
   * - Portion of total power attributed to combinational logic
     - roughly 14%
   * - Final Hold Fails
     - 0
   * - VDD IR max
     - 0.335 mV
   * - Share of post-route cells with drive strength above 1
     - 14.8%
   * - Area delta synth->final
     - 28.1%
   * - Mapped Area
     - 5510 um2
   * - Worst hold path depth
     - 0
   * - Core area
     - approximately 18,000 um2
   * - Synthesis warning total
     - 1
   * - Final cell utilization of the core
     - 39.3%
   * - Via count
     - 3,554
   * - Total wirelength of the detailed-routed design
     - roughly 11 mm
   * - Number of DRC violations after detailed routing
     - 0
   * - Final clock period utilization by the worst path
     - around 71%
   * - Category of the worst setup path launch point
     - register
   * - Filler cell count
     - 1,613
   * - Post-cts repair resize count
     - 0
   * - Worst min-delay path category
     - register to register
   * - Cell area after placement
     - 6490 um2
   * - Setup repair after global routing missed its margin
     - false
   * - Share of total power in the clock network
     - 39.5%
   * - Cell area after layout
     - between 7000 and 8000 um2
   * - Worst reg2reg path startpoint
     - valid_d1[0]
   * - Area share of the largest cell type after synthesis
     - 67.7%
   * - Number of H-tree levels
     - 4
   * - Proportion of power drawn by flip-flops and latches
     - a little under half
   * - Number of cell rows
     - 49
   * - Pins over their slew limit
     - 0
   * - Worst R2R Path Depth
     - 5
   * - Final count of negative-setup-slack endpoints
     - 0
   * - Height of the die
     - about 140 um
   * - Overflow left after global routing
     - 0
   * - Arrival time worst endpoint
     - 1.89 ns
   * - Slew headroom
     - 47.7%
   * - Log Warnings
     - 27
   * - DR pass1 iterations
     - 6
   * - Cell count in the Yosys report
     - just over 400
   * - Endpoint of the worst-slack reg-to-reg timing path
     - word_o[12]
   * - Clock Pin Slew Worst Setup and Hold Paths
     - 0.06 ns
   * - Synth Register Bits
     - between 100 and 150
   * - Maximum number of pins on one net before global-route repair
     - 101
==> area by class of cell <==
class | instances | area [um2] | share of cell area [%]
Multi-Input combinational cell | 201 | 1560 | 22.1
Inverter | 41 | 158 | 2.24
Clock buffer | 18 | 429 | 6.08
Clock inverter | 14 | 130 | 1.84
Tap cell | 229 | 287 | 4.06
Timing Repair Buffer | 76 | 763 | 10.8
Sequential cell | 149 | 3730 | 52.9
==> power by group through the flow <==
stage | Sequential, W | Clock, W | Combinational (W)
after CTS | 0.00192 | 0.00166 | 0.000574
after global routing | 0.00194 | 0.00173 | 0.000630
final | 0.00191 | 0.00162 | 0.000563
==> layer usage <==
layer / vias to the layer above / GRT usage (%) / routed length (um)
met1: 1780 / 21.2 / 5380
met3: 13 / 3.60 / 619
met5: - / 0 / 0
met2: 97 / 19.4 / 5020
met4: 0 / 2.44 / 197
li1: 1664 / - / -
==> critical path: stages, from the launching register on <==
cell and delay [ns]:
sky130_fd_sc_hd__dfrtp_1 0.44, sky130_fd_sc_hd__and3_1 0.19, sky130_fd_sc_hd__a31oi_1 0.13, sky130_fd_sc_hd__nand3_1 0.12
sky130_fd_sc_hd__a21o_1 0.20, sky130_fd_sc_hd__clkdlybuf4s50_1 0.39
==> cell usage in the layout (no fill, tap or decap), types with 3 or more instances in the layout <==
master and instances:
sky130_fd_sc_hd__buf_4 3, sky130_fd_sc_hd__dfrtp_1 149, sky130_fd_sc_hd__o31ai_1 4, sky130_fd_sc_hd__inv_1 36, sky130_fd_sc_hd__clkinvlp_4 9, sky130_fd_sc_hd__nor2_1 35
sky130_fd_sc_hd__o21ai_0 4, sky130_fd_sc_hd__mux2_2 32, sky130_fd_sc_hd__o21ai_1 4, sky130_fd_sc_hd__nand2_1 12, sky130_fd_sc_hd__o22ai_1 32, sky130_fd_sc_hd__o32ai_4 4
sky130_fd_sc_hd__clkbuf_16 17, sky130_fd_sc_hd__clkinv_1 4, sky130_fd_sc_hd__clkdlybuf4s50_1 72, sky130_fd_sc_hd__a221oi_1 32, sky130_fd_sc_hd__inv_6 3, sky130_fd_sc_hd__o22a_1 32
sky130_fd_sc_hd__nand3_1 3
==> stage by stage <==
step / setup WS (ns) / hold slack (ns) / cells / power, W
floorplan: 1.09 / 0.354 / 407 / 0.00221
global placement: 1.20 / 0.356 / 696 / 0.00249
detailed placement: 1.20 / 0.359 / 696 / 0.00251
CTS: 1.06 / 0.375 / 728 / 0.00415
global route: 0.996 / 0.386 / 728 / 0.00430
finish: 1.07 / 0.375 / 728 / 0.00410
==> cell usage after synthesis <==
cell type / instances
sky130_fd_sc_hd__dfrtp_1: 149
sky130_fd_sc_hd__inv_1: 37
sky130_fd_sc_hd__nor2_1: 35
sky130_fd_sc_hd__a221oi_1: 32
sky130_fd_sc_hd__mux2_2: 32
sky130_fd_sc_hd__o22a_1: 32
sky130_fd_sc_hd__o22ai_1: 32
sky130_fd_sc_hd__nand2_1: 12
sky130_fd_sc_hd__clkbuf_1: 8
sky130_fd_sc_hd__buf_2: 7
sky130_fd_sc_hd__clkinv_1: 4
sky130_fd_sc_hd__o21ai_0: 4
sky130_fd_sc_hd__o21ai_1: 4
sky130_fd_sc_hd__o31ai_1: 4
sky130_fd_sc_hd__o32ai_4: 4
sky130_fd_sc_hd__nand3_1: 3
sky130_fd_sc_hd__a21o_1: 1
sky130_fd_sc_hd__a31oi_1: 1
sky130_fd_sc_hd__and3_1: 1
sky130_fd_sc_hd__buf_4: 1
sky130_fd_sc_hd__nand4_1: 1
sky130_fd_sc_hd__nand4_4: 1
sky130_fd_sc_hd__nor2_2: 1
sky130_fd_sc_hd__or2_0: 1
==> cell families (layout without fill, tap and decap cells) <==
| family | count (synthesis) | in the layout | synth area share (%) |
|---|---|---|---|
| AND-OR/OR-AND | 114 | 114 | 17.3 |
| buffers and inverters | 57 | 149 | 4.11 |
| flip-flops | 149 | 149 | 67.7 |
| multiplexers | 32 | 32 | 6.54 |
| AND/OR/NAND/NOR | 55 | 55 | 4.32 |
==> worst max-delay path by stage <==
stage            from       endpoint  cells after the start
6_report  valid_d3[3]  reset_align_o                      5
5_1_grt   valid_d3[3]  reset_align_o                      5
4_1_cts   valid_d3[3]  reset_align_o                      5
Power is estimated from default activity; no workload was simulated.
